==> design.v <==
module line_buffer
    #(
        parameter DEPTH_SIZE   = 256
    )
    (
        input  wire clk,
        input  wire rst,
        input  wire x_in,
        output wire y_out
    );
    reg buffer [DEPTH_SIZE-1:0];
    always @(posedge clk) begin 
        if(~rst) begin
            for (int i=0; i<DEPTH_SIZE; i++)begin
                buffer[i] <=  1'b0;
            end
        end else begin
                for (int i=0; i<DEPTH_SIZE-1; i++) begin
                    buffer[i+1] <= buffer[i];
                end
                buffer[0] <= x_in;
        end  
    end
    assign y_out = buffer[DEPTH_SIZE-1];
endmodule 
`default_nettype wire
module window_slide
    #(
    parameter IMAGE_ROW_LEN= 32,
    parameter IMAGE_COL_LEN= 32,
    parameter KERNEL_SIZE  = 3,
    parameter STRIDE       = 1
    )
    (
        input  logic clk,
        input  logic rst,
        input  logic start,
        input  logic x_in,
        output logic [KERNEL_SIZE*KERNEL_SIZE-1:0] y_out,
        output logic valid_w,
        output logic done,
        output logic pipeline_full,
        output logic busy
    );  
    localparam IMAGE_SIZE         = IMAGE_ROW_LEN*IMAGE_COL_LEN;
    localparam PIPELINE_PIXEL_MAX = IMAGE_COL_LEN*(KERNEL_SIZE-1) + KERNEL_SIZE;
    wire lbuf_out  [KERNEL_SIZE-2:0];
    reg  [KERNEL_SIZE*KERNEL_SIZE-1:0] x_buf;
    reg                     new_image_line;
    reg [31:0]              pixel_cnt, col_pixel_cnt, row_pixel_cnt;
    reg                     col_stride_ok;
    reg                     row_stride_ok;
    reg [31:0]              col_stride_cnt;
    reg [31:0]              row_stride_cnt;
    genvar lbf_cnt;
    generate
        for ( lbf_cnt = 0; lbf_cnt < KERNEL_SIZE-1; lbf_cnt++) begin : line_buffer_element
            line_buffer #( .DEPTH_SIZE  (IMAGE_COL_LEN-KERNEL_SIZE))
            line_buffer_inst(.clk(clk), .rst(rst), .x_in(x_buf[(lbf_cnt+1)*KERNEL_SIZE-1]), .y_out(lbuf_out[lbf_cnt]));
        end
    endgenerate
    always_ff @(posedge clk) begin
        if(~rst) begin
            for (int i=0; i< KERNEL_SIZE*KERNEL_SIZE; i++) begin
                x_buf[i] <= 1'b0;
            end
        end else begin
            x_buf[0] <= x_in;
            for (int col=1; col< KERNEL_SIZE; col++) begin
                x_buf[col] <= x_buf[col-1];
            end
            for (int k_cnt=0; k_cnt<KERNEL_SIZE-1; k_cnt++) begin
                x_buf[(k_cnt+1)*KERNEL_SIZE] <= lbuf_out[k_cnt];
                for (int col=1; col< KERNEL_SIZE; col++) begin
                    x_buf[(k_cnt+1)*KERNEL_SIZE+col] <= x_buf[(k_cnt+1)*KERNEL_SIZE+col-1];
                end
            end
        end
    end
    always_ff @(posedge clk or negedge rst) begin
        if(~rst) begin
            pixel_cnt <= {32{1'b1}};
            col_pixel_cnt <= 32'b1;
            row_pixel_cnt <= 32'b1;
            row_stride_cnt <= KERNEL_SIZE;
            col_stride_cnt <= KERNEL_SIZE;
        end else begin
            if(start==1'b1) begin
                pixel_cnt <= 32'b1;
            end else begin
                if(pixel_cnt + 1 < IMAGE_SIZE + 1 && pixel_cnt<{32{1'b1}}) begin
                    pixel_cnt     <= pixel_cnt + 1;
                    col_pixel_cnt <= col_pixel_cnt + 1;
                end else begin
                    pixel_cnt <= {32{1'b1}};
                    col_pixel_cnt <= 32'b1;
                    row_pixel_cnt <= 32'b1;
                    row_stride_cnt <= KERNEL_SIZE;
                    col_stride_cnt <= KERNEL_SIZE;
                end
            end
			  if(col_stride_cnt==col_pixel_cnt) begin
					if (col_stride_cnt + STRIDE > IMAGE_COL_LEN) begin
						 col_stride_cnt <= KERNEL_SIZE;
					end else begin
						 col_stride_cnt <= col_stride_cnt + STRIDE;
					end
			  end
			  if (col_pixel_cnt == IMAGE_COL_LEN) begin
					col_pixel_cnt  <= 32'b1;
					row_pixel_cnt  <= row_pixel_cnt + 1;
					if(row_stride_cnt==row_pixel_cnt) begin
						 row_stride_cnt <= row_stride_cnt + STRIDE;
					end
					if (row_pixel_cnt == IMAGE_ROW_LEN ) begin
						 row_pixel_cnt <= 32'b1;
					end
			  end
			  done          <= (pixel_cnt==IMAGE_SIZE) ? 1'b1 : 1'b0;
			  new_image_line<= (col_pixel_cnt == IMAGE_COL_LEN)? 1'b1 : 1'b0;
        end
    end
    assign row_stride_ok = (row_stride_cnt==row_pixel_cnt) ? 1'b1 : 1'b0;
    assign col_stride_ok = (col_stride_cnt==col_pixel_cnt) ? 1'b1 : 1'b0;
    assign busy          = (pixel_cnt>0 && pixel_cnt<{32{1'b1}}) ? 1'b1 : 1'b0;
    assign pipeline_full = ((pixel_cnt>PIPELINE_PIXEL_MAX-1) & (pixel_cnt<=IMAGE_SIZE+1))? 1'b1 : 1'b0;
    assign valid_w  = pipeline_full & col_stride_ok & row_stride_ok & (pixel_cnt<=IMAGE_SIZE+1);
    assign y_out = x_buf;
endmodule
module window_slide_wrapper
    #(
        parameter DATA_WIDTH      = 8,
        parameter DATA_ADDR_WIDTH = 10,
        parameter IMAGE_ROW_LEN   = 32,
        parameter IMAGE_COL_LEN   = 32,
        parameter KERNEL_SIZE     = 3,
        parameter STRIDE          = 1
    )
    (
        input  logic clk,
        input  logic rst,
        output logic [DATA_ADDR_WIDTH-1 : 0] ram_r_addr,
        input  logic [DATA_WIDTH-1      : 0] ram_r_data,
        output logic ram_r_wen,
        input  logic start,
        input  logic slide,
        output logic [KERNEL_SIZE*KERNEL_SIZE-1:0] y_out,
        output logic valid
    );  
    logic pipeline_full, ws_clk, busy, ws_done, ws_valid, done;
    typedef enum logic[5:0] {IDLE, CLOCK_WS, WAIT_FOR_PIPELINE_FULL, WAIT_FOR_SLIDE, WAIT_FOR_VALID} trans_state_t;
    trans_state_t next_state, ret_state;
    window_slide #  (    
                        .IMAGE_ROW_LEN(IMAGE_ROW_LEN),
                        .IMAGE_COL_LEN(IMAGE_COL_LEN),
                        .KERNEL_SIZE  (KERNEL_SIZE  ),
                        .STRIDE       (STRIDE       )
                    )
    window_slide_inst( .clk(ws_clk),
                       .rst(rst),
                       .start(start),
                       .x_in(ram_r_data[0]),
                       .y_out(y_out),
                       .valid_w(ws_valid),
                       .done(ws_done),
                       .pipeline_full(pipeline_full),
                       .busy(busy));
    always_ff @(posedge clk) begin
        if(~rst) begin
            next_state   <= IDLE;
            ws_clk       <= 1'b0;
            ram_r_addr   <= 0;
            ram_r_wen    <= 1'b0;
            done         <= 1'b0;
        end else begin
            case (next_state)
                IDLE : begin
                    if(start==1) begin
                        next_state   <= WAIT_FOR_PIPELINE_FULL;
                        ram_r_wen    <= 1'b1;
                        ram_r_addr   <= 0;
                        ws_clk       <= 1'b1;
                    end else begin
                        next_state <= IDLE;
                    end
                    done        <= 1'b0;
                end
                WAIT_FOR_PIPELINE_FULL : begin
                    if(pipeline_full==1'b1) begin
                        next_state <= CLOCK_WS;
                        ret_state  <= WAIT_FOR_SLIDE;
                        ws_clk     <= 1'b0;
                        done       <= 1'b1;
                    end else begin
                        ret_state   <= WAIT_FOR_PIPELINE_FULL;
                        next_state  <= CLOCK_WS;
                        ws_clk      <= 1'b0;
                    end
                end
                CLOCK_WS: begin
                    next_state  <= ret_state;
                    ws_clk      <= 1'b1;
                    ram_r_addr  <= ram_r_addr + 1;
                end
                WAIT_FOR_SLIDE : begin
                    if (ws_done==1'b1) begin
                        next_state <= IDLE;
                        ws_clk     <= 1'b0;
                        ram_r_addr <= 0;
                        ram_r_wen  <= 1'b0;
                    end else begin
                        if(slide==1'b1) begin
                            next_state <= WAIT_FOR_VALID;
                            ws_clk     <= 1'b0;
                        end else begin
                            ret_state  <= WAIT_FOR_SLIDE;
                            ws_clk     <= 1'b0;
                        end
                    end
                    done        <= 1'b0;
                end
                WAIT_FOR_VALID : begin
                    if(ws_valid==1'b1) begin
                        ret_state   <= WAIT_FOR_SLIDE;
                        next_state  <= CLOCK_WS;
                        ws_clk      <= 1'b0;
                        done        <= 1'b1;
                    end else begin
                        ret_state   <= WAIT_FOR_VALID;
                        next_state  <= CLOCK_WS;
                        ws_clk      <= 1'b0;
                        done        <= 1'b0;
                    end
                end
                default: begin
                    next_state   <= IDLE;
                    ws_clk       <= 1'b0;
                    ram_r_addr   <= 0;
                    ram_r_wen    <= 1'b0;
                    done         <= 1'b0;
                end
            endcase
        end
    end
    assign valid = ws_clk & done;
endmodule
==> run.sh <==
#!/bin/bash
# OpenROAD 26Q1-2900-gdf79404cd8, Yosys 0.63+post, stock flow scripts
make -C /OpenROAD-flow-scripts/flow DESIGN_CONFIG=/design/flow/config.mk WORK_HOME=/design/flow/orfs finish
==> config.mk <==
export PLATFORM = sky130hd
export DESIGN_NAME = window_slide_wrapper
export DESIGN_NICKNAME = window_slide_wrapper
export VERILOG_FILES = /design/flow/design.v
export SDC_FILE = /design/flow/constraint.sdc
export NUM_CORES = 4
export LEC_CHECK = 1
export CORE_UTILIZATION = 50
==> constraint.sdc <==
current_design window_slide_wrapper

set clk_period 8.3
set clk_io_pct 0.2

create_clock -name clk0 -period $clk_period [get_ports {clk}]

set non_clock_inputs [all_inputs -no_clocks]
set_input_delay [expr $clk_period * $clk_io_pct] -clock clk0 $non_clock_inputs
set_output_delay [expr $clk_period * $clk_io_pct] -clock clk0 [all_outputs]
==> run summary <==
Setup TNS Final: 0 ns
CP endpoint kind: flip-flop
antenna-violating nets left: 0
Worst Clk Skew: 0.00171 ns
mapped cell area: 0.0132 sq mm
CTS Buffer Depth: 2
YS chip area: 0.0132 sq mm
sw power: 0.142 mW
main flop type: dfrtp_1
Min-Delay Path Class: flip-flop to flip-flop
crit path DAT: 3.62 ns
Final setup viols: 0
Top Layout Cells: nand2_1, dfrtp_1, and2_1, dfxtp_1, nor2_1
post-route insts no fill: 1744
Mapped Cells: 1483
share of cells above drive strength 1: 0.0665
placed cell count: 1740
hold_sp: ram_r_addr[9]
CTS tree: built
endpoints left unconstrained: 238
clock share of power: 0.208
Hold Buf Count CTS: 0
hpwl dp: 20600 microns
area grow syn2layout: 3.16%
first-pass GRT wire length: 49200 microns
num rows: 58
fin. max-slew vios: 0
max cap viols: 0
yosys cell count: 1483
Seq share, synth: 0.443
Crit Path Max Fanout: 24
crit path DRT: 8.47 ns
Clk pin slew, worst setup/hold paths: 0.05 ns
Layout Utilization: 0.533
clk ins delay skew pair: 0.25 ns
gr usage total: 0.234
die area: 0.0270 sq mm
peak supply drop: 0.150 mV
outcome: complete, no violations
vias per inst: 5.84
vias in the first global route: 9486
DR WL/cell: 16.7 microns
die width: 164 microns
Pre-Place Util: 0.516
Top cell excl fill/tap: nand2_1
Slew @ Worst Pin: 0.906 ns
via count: 10183
iteration tally of the first detailed-router pass: 4
FF+latch count, synth: 247
crit path from: start
I/O pin total: 33
EDFF count, synth: 4
IO Port Bufs: 25
CP Launch Type: input pin
setup bufs post-CTS: 0
leakage: 5.44 nW
register pins left without a clock: 228
core area: 0.0255 sq mm
initial DRC count: 628
fmax: 0.290 GHz
final tally of hold violations: 0
number of diodes: 0
gpl congestion: 0.939
yosys warns: 8
Period minus WS final: 3.45 ns
largest net degree at the start of global routing: 94
hold slack: 0.483 ns
CTS buffer count: 3
Post-route DRC: 0
switching share of total power: 0.301
GRT overflow: 0
Hold Path Depth: 2
Avg Cell Area, Syn: 8.87 sq um
fin crit share: 0.415
Cell variety after synth: 72
Gates resized, CTS repair: 0
initial antenna violation count: 0
DRT Wirelength: 29200 microns
FFs w/ async S/R, synth: 0.648
Critical R2R Launch: next_state[1]
cell internal pwr: 0.328 mW
H-tree levels: 1
chip height: 164 microns
RSZ-0062 raised after global routing: false
Slew headroom: 0.390
r2r worst-path depth: 6
P per Cell Area: 34.7 mW/mm^2
tool warning count: 39
Root Buffer: clkbuf_16
kind of critical path: input pin to flip-flop
Logic pwr share: 0.238
Flop pwr share: 0.554
## synthesized netlist by cell type (all sizes together), types with 10 or more instances
cell | instances | area, sq um
a21o | 14 | 105
a21oi | 49 | 245
a22o | 10 | 87.6
a311o | 16 | 160
a31oi | 10 | 62.6
and2 | 101 | 632
and3 | 36 | 225
and4 | 12 | 105
buf | 26 | 139
clkbuf | 91 | 342
dfrtp | 122 | 3050
dfstp | 38 | 998
dfxtp | 83 | 1660
ha | 13 | 163
inv | 57 | 214
nand2 | 158 | 593
nand3 | 56 | 280
nand4 | 56 | 357
nor2 | 77 | 289
nor3 | 52 | 272
nor3b | 13 | 97.6
nor4 | 43 | 269
o21ai | 51 | 267
o22ai | 18 | 119
o31ai | 32 | 270
or3 | 14 | 87.6
xnor2 | 55 | 482
xor2 | 55 | 482
## layer usage
| layer | routed length [microns] | vias up | share of wire | global-route usage |
|---|---|---|---|---|
| met5 | 0 | - | 0 | 0 |
| met4 | 280 | 0 | 0.0096 | 0.0261 |
| met1 | 14400 | 4880 | 0.49 | 0.382 |
| met2 | 13800 | 173 | 0.47 | 0.373 |
| li1 | - | 5107 | - | - |
| met3 | 698 | 23 | 0.024 | 0.0103 |
## kinds of logic (layout without fill, tap and decap cells)
family	count (synthesis)	count (layout)	synth area share
adders and majority gates	13	13	0.0124
and+or+nand+nor	668	668	0.271
muxes	7	7	0.00533
buffers and inverters	174	105	0.0528
DFF	247	247	0.443
AOI/OAI and AO/OA	264	264	0.142
xor gates and xnor gates	110	110	0.0732
## power by group through the flow
stage	Sequential [mW]	Clock, mW	Combinational, mW
after CTS	0.261	0.101	0.116
after global routing	0.265	0.107	0.129
final	0.261	0.0977	0.112
## worst max-delay path, stage by stage
cell	delay, ns
clkdlybuf4s50_1	0.46
buf_4	0.28
a22oi_1	0.12
nand2_1	0.22
nand4_1	0.30
or3_1	0.43
a21oi_1	0.15
## area by class of cell
cell class	instances	area [sq um]
Fill cell	2377	11900
Multi-Input combinational cell	1062	6630
Timing Repair Buffer	44	397
Sequential cell	247	5840
Clock buffer	3	75.1
Tap cell	330	413
Clock inverter	1	5.00
Inverter	57	214
## worst paths after layout
path,endpoint,slack [ns]
worst max-delay path,ram_r_addr[5],4.85
worst min register to register,ram_r_addr[9],0.48
worst min-delay path,ram_r_addr[9],0.48
worst max register to register,ram_r_addr[5],6.43
## through the flow
| stage | instance area (sq um) | total power, mW | setup slack [ns] |
|---|---|---|---|
| after floorplan | 13200 | 0.329 | 3.29 |
| after global placement | 13500 | 0.377 | 4.68 |
| after detailed placement | 13500 | 0.378 | 4.64 |
| after CTS | 13600 | 0.477 | 4.88 |
| after global routing | 13600 | 0.501 | 4.69 |
| final | 13600 | 0.470 | 4.85 |
Power and IR drop assume default switching activity.
